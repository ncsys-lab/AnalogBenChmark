==> flow/design.v <==
module comparator
(
  input clk,
  input reset,
  input sys_clk,
  input [10-1:0] p_voltage_real,
  input [10-1:0] n_voltage_real,
  output [1-1:0] out_digital
);
  reg [4-1:0] state_cycle_counter;
  reg [1-1:0] prev_sys_clk;
  reg [32-1:0] fsm;
  localparam fsm_init = 0;
  wire [13-1:0] truncR_0;
  wire [13-1:0] const_1;
  assign const_1 = 13'd4096;
  assign truncR_0 = const_1;
  wire [14-1:0] truncR_2;
  wire [15-1:0] toUsInt_3;
  wire [15-1:0] const_4;
  assign const_4 = 15'd0;
  assign toUsInt_3 = const_4;
  assign truncR_2 = toUsInt_3[11:0];
  assign out_digital = (fsm == 0)? truncR_0[12:12] : truncR_2[13:13];
  always @(posedge clk) begin
    prev_sys_clk <= sys_clk;
  end
  localparam fsm_1 = 1;
  always @(posedge clk) begin
    if(reset) begin
      fsm <= fsm_init;
    end else begin
      case(fsm)
        fsm_init: begin
          if((p_voltage_real > 10'd0) & (p_voltage_real <= n_voltage_real)) begin
            fsm <= fsm_1;
          end 
        end
        fsm_1: begin
          if((p_voltage_real > n_voltage_real) & (p_voltage_real <= 10'd512)) begin
            fsm <= fsm_init;
          end 
        end
      endcase
    end
  end
endmodule
module digital_to_analog_converter
(
  input clk,
  input reset,
  input [10-1:0] input_voltage_digital,
  output [10-1:0] output_voltage_real
);
  wire [10-1:0] padr_0;
  wire [1-1:0] padr_bits_1;
  assign padr_bits_1 = 0;
  wire [9-1:0] padl_2;
  wire [8-1:0] padl_bits_3;
  wire [28-1:0] truncR_4;
  wire [52-1:0] truncval_5;
  wire [52-1:0] padl_6;
  wire [26-1:0] padl_bits_7;
  wire [26-1:0] padr_8;
  wire [13-1:0] padr_bits_9;
  assign padr_bits_9 = 0;
  wire [1-1:0] toSInt_10;
  assign toSInt_10 = 0;
  wire [13-1:0] toSInt_imm_11;
  wire [34-1:0] truncR_12;
  wire [42-1:0] truncval_13;
  wire [42-1:0] padl_14;
  wire [21-1:0] padl_bits_15;
  wire [21-1:0] padl_16;
  wire [13-1:0] padl_bits_17;
  wire [13-1:0] const_18;
  assign const_18 = 13'd6758;
  assign padl_bits_17 = const_18;
  wire [8-1:0] padl_bits_zero_19;
  assign padl_bits_zero_19 = 0;
  assign padl_16 = { padl_bits_zero_19, padl_bits_17 };
  assign padl_bits_15 = padl_16;
  wire [21-1:0] padl_bits_zero_20;
  assign padl_bits_zero_20 = 0;
  assign padl_14 = { padl_bits_zero_20, padl_bits_15 };
  wire [42-1:0] padl_21;
  wire [21-1:0] padl_bits_22;
  wire [21-1:0] padr_23;
  wire [11-1:0] padr_bits_24;
  assign padr_bits_24 = 0;
  assign padr_23 = { input_voltage_digital, padr_bits_24 };
  assign padl_bits_22 = padr_23;
  wire [21-1:0] padl_bits_zero_25;
  assign padl_bits_zero_25 = 0;
  assign padl_21 = { padl_bits_zero_25, padl_bits_22 };
  assign truncval_13 = padl_14 * padl_21;
  assign truncR_12 = truncval_13[33:0];
  assign toSInt_imm_11 = { toSInt_10, truncR_12[33:22] };
  assign padr_8 = { toSInt_imm_11, padr_bits_9 };
  assign padl_bits_7 = padr_8;
  assign padl_6 = { { 26{ padl_bits_7[25] } }, padl_bits_7 };
  wire [52-1:0] padl_26;
  wire [26-1:0] padl_bits_27;
  wire [26-1:0] padl_28;
  wire [15-1:0] padl_bits_29;
  wire [15-1:0] const_30;
  assign const_30 = 15'd8;
  assign padl_bits_29 = const_30;
  assign padl_28 = { { 11{ padl_bits_29[14] } }, padl_bits_29 };
  assign padl_bits_27 = padl_28;
  assign padl_26 = { { 26{ padl_bits_27[25] } }, padl_bits_27 };
  assign truncval_5 = padl_6 * padl_26;
  assign truncR_4 = truncval_5[27:0];
  assign padl_bits_3 = truncR_4[27:20];
  wire [1-1:0] padl_bits_zero_31;
  assign padl_bits_zero_31 = 0;
  assign padl_2 = { padl_bits_zero_31, padl_bits_3 };
  assign padr_0 = { padl_2, padr_bits_1 };
  assign output_voltage_real = padr_0;
endmodule
module sample_and_hold
(
  input clk,
  input reset,
  input sys_clk,
  input [10-1:0] input_voltage_real,
  output [10-1:0] output_voltage_real,
  input [1-1:0] input_control_digital
);
  reg [4-1:0] state_cycle_counter;
  reg [1-1:0] prev_sys_clk;
  reg [10-1:0] state_cap;
  reg [32-1:0] fsm;
  localparam fsm_init = 0;
  assign output_voltage_real = state_cap;
  always @(posedge clk) begin
    prev_sys_clk <= sys_clk;
  end
  localparam fsm_1 = 1;
  always @(posedge clk) begin
    if(reset) begin
      fsm <= fsm_init;
    end else begin
      case(fsm)
        fsm_init: begin
          if(reset) begin
            state_cap <= 10'd0;
          end else begin
            state_cap <= input_voltage_real;
          end
          if(input_control_digital) begin
            fsm <= fsm_1;
          end 
        end
        fsm_1: begin
          if(reset) begin
            state_cap <= 10'd0;
          end else begin
            state_cap <= state_cap;
          end
          if(!input_control_digital) begin
            fsm <= fsm_init;
          end 
        end
      endcase
    end
  end
endmodule
module successive_approximation_register #(
    parameter N_BITS = 10
)
(
    input  logic feedback_value,
    input  logic conduct_comparison,
    output logic [N_BITS - 1:0] quantized_voltage,
    output logic               eoc,
    input logic clk,
    input logic reset
);
logic [$clog2(N_BITS) - 1:0] counter;
logic[N_BITS - 1:0] quantized_voltage_register;
always@(posedge clk) begin
    if(reset) begin
        counter <= 0;
    end else if(conduct_comparison) begin
        if(counter != N_BITS - 1) counter <= counter + 1;
        else counter <= 0;
    end
end
always@(posedge clk) begin
    if(reset || !conduct_comparison) begin
        quantized_voltage_register <= 0;
    end else begin 
        quantized_voltage_register[N_BITS - counter - 1] <= feedback_value;
    end
end
always@(*) begin
    int i;
    for(i=0;i<N_BITS;i++) begin
        quantized_voltage[i] = (N_BITS - counter - 1 == i) ? 1:quantized_voltage_register[i];
    end
end
assign eoc = (counter == N_BITS - 1);
endmodule
module sar_adc 
#(
    parameter N_BITS = 10 
)
(
    input logic [9:0] input_voltage_real,
    input logic input_hold_digital,
    output logic eoc,
    output logic [N_BITS - 1:0] output_result_digital,
    input logic clk,
    input logic sys_clk,
    input logic reset
);
logic [9:0] p_voltage_real;
logic [9:0] n_voltage_real;
logic       comparator_output_digital;
sample_and_hold sah
(
  .clk(clk),
  .reset(reset),
  .sys_clk(sys_clk),
  .input_voltage_real(input_voltage_real),
  .output_voltage_real(p_voltage_real),
  .input_control_digital(input_hold_digital)
);
successive_approximation_register #(
    .N_BITS(N_BITS)
) SAR_instance (
    .feedback_value(comparator_output_digital), 
    .quantized_voltage(output_result_digital),
    .conduct_comparison(input_hold_digital),
    .eoc(eoc), 
    .clk(sys_clk), 
    .reset(reset) 
);
digital_to_analog_converter DAC_instance (
    .clk(clk), 
    .reset(reset), 
    .input_voltage_digital(output_result_digital), 
    .output_voltage_real(n_voltage_real) 
);
comparator comparator_instance (
    .clk(clk),              
    .reset(reset),            
    .sys_clk(sys_clk),          
    .p_voltage_real(p_voltage_real),   
    .n_voltage_real(n_voltage_real),   
    .out_digital(comparator_output_digital)       
);
endmodule
==> flow/run.sh <==
#!/bin/bash
# OpenROAD 26Q1-2900-gdf79404cd8, Yosys 0.63+post, stock flow scripts
make -C /OpenROAD-flow-scripts/flow DESIGN_CONFIG=/design/flow/config.mk WORK_HOME=/design/flow/orfs finish
==> flow/config.mk <==
export PLATFORM = sky130hd
export DESIGN_NAME = sar_adc
export DESIGN_NICKNAME = sar_adc
export VERILOG_FILES = /design/flow/design.v
export SDC_FILE = /design/flow/constraint.sdc
export NUM_CORES = 4
export LEC_CHECK = 1
export CORE_UTILIZATION = 50
==> flow/constraint.sdc <==
current_design sar_adc

set clk_period 8.9
set clk_io_pct 0.2

create_clock -name clk0 -period $clk_period [get_ports {clk}]
create_clock -name clk1 -period $clk_period [get_ports {sys_clk}]

set non_clock_inputs [all_inputs -no_clocks]
set_input_delay [expr $clk_period * $clk_io_pct] -clock clk0 $non_clock_inputs
set_output_delay [expr $clk_period * $clk_io_pct] -clock clk0 [all_outputs]
==> run notes <==
Flow results are below.

- Summed over all instances, the cell type with the most area after synthesis is sky130_fd_sc_hd__ha_1.
- The final layout reports a setup TNS of 0 ns.
- The minimum setup slack in the final design is 0.525 ns, for reference.
- The post-placement cell area is around 4700 um^2, for reference.
- The violation tally from detailed-route iteration zero is 157, for reference.
- For this run, the number of Yosys warnings is 3.
- The largest stage delay on the critical path is 0.56 ns, for reference.
- Detailed placement finished with a half-perimeter wire length of 7750 um.
- The area used by multi-input combinational logic is 3370 um^2, for reference.
- The synthesis report lists the most area-consuming cells as sky130_fd_sc_hd__ha_1 28%, sky130_fd_sc_hd__fa_1 12%, sky130_fd_sc_hd__dfxtp_1 8.0%.
- The maximum net fanout on the critical path is 8, for reference.
- The synthesis area per yosys is roughly 4300 um^2, for reference.
- Averaged over all synthesized cells, the footprint is 9.01 um^2.
- The horizontal die dimension is 94.2 um, for reference.
- The CTS tree is yes, for reference.
- The worst VDD IR drop from the latest analysis is 0.155 mV.
- The analysis attributes to cell leakage a power of 2.60 nW.
- The routed layout has 3356 vias.
- The post-layout instance area is 4870 um^2, for reference.
- For the pin with the worst max-slew slack, the measured transition is 0.808 ns.
- The most instantiated logic cell after routing is sky130_fd_sc_hd__ha_1, for reference.
- The standard cell core area is about 8200 um^2, for reference.
- The wire length of the first global-routing pass is between 10000 and 15000 um, for reference.
- The instance count along the most critical hold path is 2, for reference.
- Synthesis inferred 27 register bits.
- In this run the remaining antenna-violating nets after routing total 0.
- STA shows the worst reg2reg path with a cell count of 35.
- The floorplan step records an initial core utilization of 51.8%.
- Counting both buffers and inverters, the worst setup path holds a total of 3.
- The proportion of synthesized chip area in sequential cells is approximately 15%, for reference.
- The flow ran to the end, and the final reports show no timing, DRC or antenna violations.
- STA classifies the critical path endpoint as a register.
- The routability-driven placement congestion ratio is 0.908, for reference.
- The row count is 33, for reference.
- The total routing usage reported by global routing is a little under a quarter, for reference.
- The via count of the first global-routing pass is 3195.
- The OpenROAD warning count is 36, for reference.
- The count of endpoints failing hold in the final timing report is 0, for reference.
- The worst setup path is launched from a register.
- The fill cell instance count of the final layout is 728, for reference.
- The number of pins with negative max-slew slack in the final report is 0, for reference.
- The layout overhead on the synthesized area is 14.6%, for reference.
- The chip area is 8880 um^2, for reference.
- The post-detailed-route wirelength per cell is 14.5 um, for reference.
- The number of vias per cell after detailed routing is 5.45, for reference.
- Endpoints with negative setup slack in the final report add up to 0.
- The number of input and output port buffers inserted is 23, for reference.
- The post-synth count of flops with an enable pin is 10.
- The total grt overflow is 0, for reference.
- Per the cell usage report, the commonest logic cells after layout are 90 x sky130_fd_sc_hd__ha_1, 76 x sky130_fd_sc_hd__inv_1, 27 x sky130_fd_sc_hd__nand2_1.
- The detailed-routing iteration count for the pre-antenna-repair pass is 4, for reference.
- The DRC violation total left in the routed layout is recorded as 0.
- The gate-level netlist out of Yosys references between 50 and 60 unique cell types.
- The total of hold buffers inserted after clock tree synthesis is 0, for reference.
- The number of antenna violations at the first check in global routing came to 0.
- The share of async-settable or async-resettable flops after synthesis is 0%, for reference.
- After detailed routing, the total wire length is 8900 um.
- The data arrival time of the worst path is 8.50 ns, for reference.
- The number of clock sinks is 27, for reference.
- The I/O pin count is 25, for reference.
- The most numerous cell type found on the critical path is sky130_fd_sc_hd__ha_1.
- The category of cells accounting for the largest share of critical-path delay is adder cells, for reference.
- The share of the synthesized area in the top cell type is 27.7%, for reference.
- The critical path start-end classification is register to register, for reference.
- Looking at the cell usage after synthesis, the top flip-flop cell is sky130_fd_sc_hd__dfxtp_1.
- The repair_antennas step left the layout with diodes totalling 0.
- The clock transition at the register clock pins on the worst setup and hold paths after CTS is 0.06 ns, for reference.
- The worst hold path belongs to the class register to register.
- Entering global routing, the biggest net connects 11 pins.
- The worst setup slack before clock tree synthesis is around 0.0047 ns, for reference.
- Setup repair after global routing left no endpoint under its margin.
- Of the cells placed in the final design, the portion with a size suffix greater than 1 is 10.4%.
- Registers take around 650 um^2.
- Per the slew report, the remaining headroom to the max-slew limit stands at 46.0%.
- The worst setup skew after layout is roughly 0.0022 ns, for reference.
- The vertical extent of the die is 94.2 um, for reference.
- Per the OpenROAD timing report, the critical path contains 35 cells.
- The cell area that synthesis handed to floorplanning was 4250 um^2.
- The number of maximum-capacitance violations is 0, for reference.
- The cell count after synthesis came out at 472.
- The critical path's slowest stage uses the library cell sky130_fd_sc_hd__or4b_4.
- The ratio of total power to cell area is 112 nW/um^2, for reference.
- The critical path endpoint has a required time of approximately 9 ns.
- After synthesis, the design contains 472 cells according to Yosys.
[report_power, final]
| group | leakage (nW) | switching [mW] | internal, mW |
|---|---|---|---|
| sequential | 0.235 | 0.00595 | 0.135 |
| combinational | 2.31 | 0.161 | 0.130 |
| clock | 0.0542 | 0.0447 | 0.0701 |
| total | 2.60 | 0.212 | 0.335 |
[final timing paths]
kind / start / endpoint / slack [ns]
setup reg to reg: SAR_instance.counter[1] / comparator_instance.fsm[0] / 0.52
setup / recovery: SAR_instance.counter[1] / comparator_instance.fsm[0] / 0.52
hold / removal: SAR_instance.quantized_voltage_register[6] / SAR_instance.quantized_voltage_register[6] / 0.48
hold reg to reg: SAR_instance.quantized_voltage_register[6] / SAR_instance.quantized_voltage_register[6] / 0.48
min in group clk0: comparator_instance.fsm[1] / comparator_instance.fsm[0] / 0.57
max in group clk1: SAR_instance.counter[1] / SAR_instance.quantized_voltage_register[2] / 4.17
[cells by family after synthesis]
logic type / synth area share, %
flip-flops: 15.1
AND/OR/NAND/NOR: 17.7
multiplexers: 2.35
XOR/XNOR: 4.94
AND-OR/OR-AND: 12.7
adder cells (fa/ha/maj): 39.9
buffers and inverters: 7.41
[metrics by stage]
stage	cells	utilization [%]	hold WS, ns	power [mW]
after floorplan	472	-	0.436	0.359
after global placement	607	57.0	0.463	0.431
after detailed placement	607	57.0	0.471	0.430
after CTS	615	58.2	0.479	0.547
after global routing	616	59.3	0.485	0.602
final	616	59.3	0.478	0.547
[state kept, by name, indices dropped and copies added (netlist names)]
register	cells
SAR_instance.quantized_voltage_register	10
sah.state_cap	10
SAR_instance.counter	4
comparator_instance.fsm	2
sah.fsm	1
[cell usage after synthesis, types with 8 or more instances]
master	count
sky130_fd_sc_hd__edfxtp_1	10
sky130_fd_sc_hd__nor2_1	28
sky130_fd_sc_hd__mux2i_1	10
sky130_fd_sc_hd__xor2_1	8
sky130_fd_sc_hd__xnor2_1	16
sky130_fd_sc_hd__nand2_1	27
sky130_fd_sc_hd__a21o_1	17
sky130_fd_sc_hd__fa_1	26
sky130_fd_sc_hd__o21ai_0	10
sky130_fd_sc_hd__inv_1	76
sky130_fd_sc_hd__nor3_1	12
sky130_fd_sc_hd__nand3_1	13
sky130_fd_sc_hd__a21oi_1	13
sky130_fd_sc_hd__ha_1	94
sky130_fd_sc_hd__dfxtp_1	17
[per-layer routing]
metal	vias up	share of wire [%]	track usage [%]
met4	0	0.37	0.897
met1	1564	49	34.1
met3	4	3.6	3.37
met2	56	47	37.0
li1	1732	-	-
met5	-	0	0
[tightest hold or removal path: cells and delay by family, from the launching register on]
family	cells	cell delay (ns)
flip-flops	1	0.32
AND/OR/NAND/NOR	1	0.06
multiplexers	1	0.06
[final cells by class]
| type | instances | share of cell area, % |
|---|---|---|
| clock inverters | 1 | 0.103 |
| well taps | 105 | 2.70 |
| repair buffers | 37 | 6.88 |
| clock buffers | 7 | 1.98 |
| flip-flops and latches | 27 | 13.3 |
| multi-input cells | 363 | 69.2 |
| inverters | 76 | 5.86 |
[what timing repair did]
action | in CTS | in global routing
setup endpoints to repair | 2 | 2
setup buffers | 0 | 1
pin swaps | 0 | 3
resized | 1 | 22
Power figures rest on the tool's default switching activity, not on a simulated workload.
